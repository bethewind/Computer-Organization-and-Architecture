<file path="/design/flow/design.v">
module alu (input signed [31:0] in1, input signed [31:0] in2, input [3:0] opCode, output signed [31:0] result);
	assign result = opCode == 8 ? in1 + in2 : 0;
endmodule
module mux (input selCh, input [31:0] inCh0, input [31:0] inCh1, output [31:0] selData);
	assign selData = selCh == 0 ? inCh0 :
			  selCh == 1 ? inCh1 : 0;
endmodule
module project (input wrEnable, input [4:0] wrReg, input [4:0] rdReg1, input [15:0] imme,input [3:0] opCode, output signed [31:0] result, input selCh, input [31:0] selData);
	wire [31:0] selected;
	wire signed [31:0] rdData1;
	wire signed [31:0] immediate;
	registerFile regFile1 (wrEnable, wrReg, selected, rdReg1, rdData1);
	alu alu1 (rdData1, imme, opCode, result);
	mux m1 (selCh, selData, result, selected);
endmodule
module registerFile (input wrEnable, input [4:0] wrReg, input [31:0] wrData, input [4:0] rdReg1, output [31:0] rdData1);
	reg [31:0] regFile [31:0];
	assign rdData1 = regFile[rdReg1];
	always @(*) begin if (wrEnable) begin regFile[wrReg] <= wrData; end end
endmodule
</file>
<file path="/design/flow/run.sh">
#!/bin/bash
# OpenROAD 26Q1-2900-gdf79404cd8, Yosys 0.63+post, stock flow scripts
make -C /OpenROAD-flow-scripts/flow DESIGN_CONFIG=/design/flow/config.mk WORK_HOME=/design/flow/orfs finish
</file>
<file path="/design/flow/config.mk">
export PLATFORM = sky130hd
export DESIGN_NAME = project
export DESIGN_NICKNAME = project
export VERILOG_FILES = /design/flow/design.v
export SDC_FILE = /design/flow/constraint.sdc
export NUM_CORES = 4
export LEC_CHECK = 1
export CORE_UTILIZATION = 30
</file>
<file path="/design/flow/constraint.sdc">
current_design project

set clk_period 23.5
set clk_io_pct 0.2

create_clock -name clk0 -period $clk_period

set non_clock_inputs [all_inputs -no_clocks]
set_input_delay [expr $clk_period * $clk_io_pct] -clock clk0 $non_clock_inputs
set_output_delay [expr $clk_period * $clk_io_pct] -clock clk0 [all_outputs]
</file>
==> results_tabular.tex <==
% Yosys + OpenROAD metrics
\begin{tabular}{lr}
\hline
Metric & Value \\
\hline
\multicolumn{2}{l}{\textbf{Final timing}} \\
\quad Final critical delay including setup and external delays & 16.33 ns \\
\quad Worst-case headroom to the max-slew limit & 41.7\% \\
\quad Number of endpoints failing setup at the final stage & 0 \\
\quad Total negative slack & 0 ns \\
\quad Maximum clock rate & 0.0612 GHz \\
\quad Number of unconstrained endpoints & 1024 \\
\quad Worst slew pin tran & 0.867 ns \\
\quad Setup repair after global routing missed its margin & no \\
\quad Pins over their slew limit & 0 \\
\quad Worst setup slack after layout & 7.17 ns \\
\quad Hold slack final & between 10 and 15 ns \\
\quad Count of endpoints failing hold in the final timing report & 0 \\
\quad Register pins left without a clock & 1024 \\
\quad Post-route clock period utilization & 69.5\% \\
\multicolumn{2}{l}{\textbf{Die}} \\
\quad Top Ports & roughly 96 \\
\quad Core ar. & 80800 µm² \\
\quad Number of core rows & 104 \\
\quad Full die area & 83100 µm² \\
\quad Width of the chip & 288 µm \\
\quad Die y size & 288 µm \\
\quad Core utilization at floorplan & between 30 and 40\% \\
\multicolumn{2}{l}{\textbf{Logic synthesis}} \\
\quad EDFF count, synth & 0 \\
\quad Cell area after synthesis & 24600 µm² \\
\quad Number of instances in the synthesized netlist & 2492 \\
\quad Mean post-synth cell area & 9.87 µm² \\
\quad Most common flop cell mapped by yosys & sky130\_fd\_sc\_hd\_\_dlxtn\_1 \\
\quad Yosys stat area & 24600 µm² \\
\quad Yosys synthesis warning count & 66 \\
\quad Unique cell types & 88 \\
\quad Yosys Instances & 2492 \\
\quad Total of flip-flops plus latches after synthesis & 1024 \\
\quad Post-synth ARST share & 0\% \\
\multicolumn{2}{l}{\textbf{Placed design}} \\
\quad Worst-case setup slack after placement & 7.53 ns \\
\quad Count of input and output buffers & about 96 \\
\quad Weighted congestion reported at the end of routability-driven placement & 0.930 \\
\quad Area post-placement & around 27000 µm² \\
\quad Total half-perimeter wirelength after legalization and detailed placement & $\sim$60000 µm \\
\multicolumn{2}{l}{\textbf{Power}} \\
\quad Sw Pwr & 185 µW \\
\quad Lkg Pwr & 0.0124 µW \\
\quad Cell Pwr Density & 14.7 nW/µm² \\
\quad Internal Pwr Total & 214 µW \\
\quad Overall power consumption & approximately 400 µW \\
\quad Sw Ratio & 46.5\% \\
\quad Peak supply drop & 18.4 µV \\
\multicolumn{2}{l}{\textbf{Critical path}} \\
\quad Worst endpoint required time & 18.80 ns \\
\quad Type of the worst setup path & input port to output pin \\
\quad Startpoint type of the worst setup path & input port \\
\quad Endpoint arrival time on the critical path & 11.63 ns \\
\quad Biggest fanout along the worst timing path & 38 \\
\quad Critical Path End Type & output pin \\
\multicolumn{2}{l}{\textbf{GRT}} \\
\quad Combined global-route utilization of all metal layers & 25.5\% \\
\quad Pin count of the biggest net entering global routing & about 59 \\
\quad Residual overflow from global routing & 0 \\
\quad Number of antenna violations at the first check in global routing & 4 \\
\quad Via count of the first global-routing pass & a little under 20000 \\
\quad Global-route wire length before repair & between 100000 and 150000 µm \\
\multicolumn{2}{l}{\textbf{Flow run}} \\
\quad Number of violations of the max-capacitance limit & 0 \\
\quad Warning total across the stage logs & 36 \\
\multicolumn{2}{l}{\textbf{Final layout}} \\
\quad Number of flip-flops in the largest register & 1024 \\
\quad Ratio of cells with drive above 1 in the final layout & 8.30\% \\
\quad Largest regs & regFile1.regFile x1024 \\
\quad Post-route design area & 27200 µm² \\
\quad Layout Area Growth over Synthesis & 10.7\% \\
\quad Largest reg by FF count & regFile1.regFile \\
\multicolumn{2}{l}{\textbf{Clock tree}} \\
\quad Total of cells resized after clock tree synthesis & 0 \\
\quad Buffers inserted by post-CTS timing repair & 0 \\
\quad Cts hold-fix bufs & 0 \\
\multicolumn{2}{l}{\textbf{Detailed routing}} \\
\quad Drt total wl & around 100000 µm \\
\quad First-pass DRT Iterations & 22 \\
\quad Via density per instance & 5.72 \\
\quad Number of nets still failing antenna checks after routing & 0 \\
\quad Post-route DRC violation count & 0 \\
\quad WL/cell & 28.5 µm \\
\quad Drt first-iter violations & 2070 \\
\quad Vias & 20700 \\
\multicolumn{2}{l}{\textbf{Hold path}} \\
\quad Worst hold path startpoint & imme[0] \\
\quad Terminating pin of the worst hold path & result[0] \\
\quad Worst hold path type & input port to output pin \\
\quad Worst hold path cell count & 4 \\
\multicolumn{2}{l}{\textbf{Outcome}} \\
\quad Run status & completed \\
\hline
\end{tabular}
-- cell usage in the layout, fill, tap and decap left out, drive strengths merged, types with 12 or more instances in the layout --
cell type / instances
and3: 63
nand3: 132
nand4: 49
buf: 115
xnor2: 16
dlxtn: 1024
ha: 20
clkdlybuf4s50: 93
o32a: 12
mux2: 21
a21oi: 60
nor2: 100
nor4: 42
o21ai: 18
nand2: 205
nor3: 17
a2111oi: 23
and2: 12
a22oi: 343
-- through the flow --
stage | util (%) | std cells
finish | 33.7 | 3616
global route | 33.7 | 3613
CTS | 33.7 | 3613
detailed placement | 33.7 | 3613
global placement | 33.7 | 3613
floorplan | - | 2492
-- per-layer routing --
layer  track usage [%]  wire length, µm
met1              33.4            38900
met2              37.5            44100
met3              12.4            15700
met4              7.99             4110
met5             0.966              141
-- cells in the mapped netlist, types with 9 or more instances --
library cell	count	share of area (%)
sky130_fd_sc_hd__a2111oi_0	22	0.78
sky130_fd_sc_hd__a21o_1	9	0.27
sky130_fd_sc_hd__a21oi_1	59	1.2
sky130_fd_sc_hd__a22oi_1	343	10
sky130_fd_sc_hd__and2_1	10	0.25
sky130_fd_sc_hd__and3_1	62	1.6
sky130_fd_sc_hd__buf_1	17	0.26
sky130_fd_sc_hd__buf_2	30	0.61
sky130_fd_sc_hd__buf_6	10	0.46
sky130_fd_sc_hd__clkbuf_1	85	1.3
sky130_fd_sc_hd__dlxtn_1	1024	63
sky130_fd_sc_hd__ha_1	20	1.0
sky130_fd_sc_hd__inv_1	11	0.17
sky130_fd_sc_hd__mux2_2	21	0.96
sky130_fd_sc_hd__mux2i_1	11	0.45
sky130_fd_sc_hd__nand2_1	205	3.1
sky130_fd_sc_hd__nand2b_1	11	0.28
sky130_fd_sc_hd__nand3_1	130	2.6
sky130_fd_sc_hd__nand3b_1	9	0.27
sky130_fd_sc_hd__nand4_1	47	1.2
sky130_fd_sc_hd__nor2_1	89	1.4
sky130_fd_sc_hd__nor3_1	15	0.31
sky130_fd_sc_hd__nor4_1	41	1.0
sky130_fd_sc_hd__o21ai_0	18	0.37
sky130_fd_sc_hd__o32a_1	11	0.45
sky130_fd_sc_hd__or4_1	10	0.31
sky130_fd_sc_hd__xnor2_1	16	0.57
sky130_fd_sc_hd__xor2_1	9	0.32
-- cell type report --
class                      instances  area [µm²]
tap                             1060        1330
multi-input combinational       1309        8670
sequential                      1024       15400
inverter                          12        45.0
fill                            8141       53600
timing repair buffer             208        1790
antenna                            3        7.51
-- worst max-delay path, cell delays in order --
cell and delay (ns):
sky130_fd_sc_hd__clkdlybuf4s50_1 0.46, sky130_fd_sc_hd__buf_4 0.36, sky130_fd_sc_hd__nand2_1 0.37, sky130_fd_sc_hd__buf_4 0.30, sky130_fd_sc_hd__nor2_2 0.58, sky130_fd_sc_hd__buf_4 0.44
sky130_fd_sc_hd__a22oi_1 0.12, sky130_fd_sc_hd__nand2_1 0.09, sky130_fd_sc_hd__nor3_1 0.05, sky130_fd_sc_hd__a21oi_1 0.37, sky130_fd_sc_hd__ha_1 0.26, sky130_fd_sc_hd__inv_1 0.06
sky130_fd_sc_hd__fa_1 0.41, sky130_fd_sc_hd__nand3b_1 0.19, sky130_fd_sc_hd__a21oi_1 0.18, sky130_fd_sc_hd__o211ai_1 0.15, sky130_fd_sc_hd__a21oi_1 0.31, sky130_fd_sc_hd__o211a_1 0.41
sky130_fd_sc_hd__o2111ai_1 0.42, sky130_fd_sc_hd__nor4_1 0.47, sky130_fd_sc_hd__xnor2_1 0.26, sky130_fd_sc_hd__nor2_1 0.14, sky130_fd_sc_hd__clkdlybuf4s50_1 0.48
-- worst max path at each step --
stage | end | depth (start not counted) | slack (ns) | from
CTS | result[28] | 23 | 7.50 | rdReg1[0]
global route | result[28] | 23 | 6.99 | rdReg1[0]
finish | result[28] | 23 | 7.17 | rdReg1[0]
-- cell families after synthesis --
family / count (synthesis) / synth area share (%)
latches: 1024 / 62.6
xor+xnor: 25 / 0.890
mux: 33 / 1.50
simple gates: 688 / 14.6
buf+inv: 159 / 2.96
fa+ha+maj: 21 / 1.10
compound gates: 542 / 16.4
-- power groups by stage --
stage / clock network [µW] / registers (µW) / logic [µW]
CTS: 0 / 171 / 221
global route: 0 / 183 / 239
Power figures rest on the tool's default switching activity, not on a simulated workload.
