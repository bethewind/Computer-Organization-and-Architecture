==> flow/design.v <==
module IM(
    input [31:0] pc, 
    output reg [31:0] inst,
    output reg [31:0] pc_n
);
reg [31:0] mem [31:0];
initial begin
    mem[0] = 32'b00010000000000010000000000000010;  
    mem[1] = 32'b00000000000000010001000000100010;  
    mem[2] = 32'b00000000011001000001000000100000;  
    mem[3] = 32'b00000000100001010001000000100000;  
end
always @(pc) begin
    inst = mem[pc];
    pc_n = pc+1;
end
endmodule
==> flow/run.sh <==
#!/bin/bash
# OpenROAD 26Q1-2900-gdf79404cd8, Yosys 0.63+post, stock flow scripts
make -C /OpenROAD-flow-scripts/flow DESIGN_CONFIG=/design/flow/config.mk WORK_HOME=/design/flow/orfs finish
==> flow/config.mk <==
export PLATFORM = sky130hd
export DESIGN_NAME = IM
export DESIGN_NICKNAME = IM
export VERILOG_FILES = /design/flow/design.v
export SDC_FILE = /design/flow/constraint.sdc
export NUM_CORES = 4
export LEC_CHECK = 1
export CORE_AREA = 10 10 70 70
export DIE_AREA = 0 0 80 80
==> flow/constraint.sdc <==
current_design IM

set clk_period 7.8
set clk_io_pct 0.2

create_clock -name clk0 -period $clk_period

set non_clock_inputs [all_inputs -no_clocks]
set_input_delay [expr $clk_period * $clk_io_pct] -clock clk0 $non_clock_inputs
set_output_delay [expr $clk_period * $clk_io_pct] -clock clk0 [all_outputs]
==> results.cfg <==
; implementation run metrics
[sta]
fmax_mhz = 182
relSlewSlack_pct = 49.1
finalCritPeriodShare_pct = 70.5
tightest_slew_ns = 0.758
finalCriticalPeriod_ns = 5.50
rsz0062_at_grt = false
hold_violations = 0
maxSlewViolCount = 0
setup_viol = 0
finalSetupTns_ns = 0

[place]
io_buffers = 73
place_congestion = 0.760
dpl_cell_area_um2 = 1550
place_inst = 241
dp_hpwl_um = 2880

[routing]
wl_per_cell_um = 13.4
viasPerCell = 4.15
n_antenna_cell = 0
first_pass_iters = 4
drc = 0
drt_iter0_markers = 34
drt_wl_total_um = 3220
num_vias = 1000
drtAntennaViolNets = 0

[power_and_ir_drop]
finalPower_uw = 59.3
peakVddDrop_uv = 20.2
p_leak_nw = 0.612
power_density_nw_per_um2 = 38.2

[global_routing]
first_global_vias = 1077
grt_max_degree = 17
antenna_found_initial = 0
grt_pass1_wl_um = 5000
grt_util_all_layers_pct = 9.26
grt_overflow = 0

[run]
max_cap_violations = 0
warning_count = 36

[setup_path]
critical_path.endpoint_type = output pin
critical_path_class = in2out
start_kind = input port
arrival_ns = 3.94
cp-endpoint = pc_n[24]
cp.required_ns = 6.24
crit_slowest_cell = nor4_4
critPathMaxStageDelay_ns = 0.65
critPathMaxFanout = 16
worstPathCellList = clkdlybuf4s50_1 > nand4_1 > nor4_4 > nand4_1 > xnor2_1 > clkdlybuf4s50_1
cp-startpoint = pc[5]

[min_path]
hold_path_class = in2out

[synth]
ys_chip_area_um2 = 887
synthCells = 127
synth_seq_share_pct = 0
top_cell_area_share_pct = 22.7
topCellsByArea = xnor2_1 23%, buf_4 22%, nand4_1 11%
yosys_cells = 127
largest_area_cell = xnor2_1
netlist_area_um2 = 887
syn_area_per_cell_um2 = 6.99
synth_cell_types = 19
yosys_warnings = 1

[finish]
final_core_util_pct = 45.4
area_growth_syn_to_layout_pct = 74.9
seq_cells = 0
design_area_um2 = 1550
drive_gt1_share_pct = 3.08
fillers = 352
final_cells = 241
clock_buffer_count = 0
flop_area_um2 = 0

[floorplan]
io_pins = 96
num_rows = 21
fp-utilization_pct = 26.0
chipArea_um2 = 6400
fp.dieW_um = 80
die.size.y_um = 80
coreArea_um2 = 3420

[cts]
holdBufCountCts = 0
post_cts_buffers = 0
cts_resized = 0

[status]
outcome = complete, no violations
Yosys cell counts, drive strengths merged:
master and n:
nand2 9, nand4 16, xnor2 23, conb 1, buf 27, and3 5
nor4 3, xor2 7, ha 5, nor3 5, nand3 10, inv 9
nor2 6, and2 1
cell families (layout without fill, tap and decap cells):
family,count (synthesis),count (layout),synth area share [%]
XOR/XNOR,30,30,29.6
other,1,23,0.423
buffers and inverters,36,82,27.1
adder cells (fa/ha/maj),5,5,7.05
AND/OR/NAND/NOR,55,55,35.8
per-layer routing:
| layer | part of all wire [%] | vias to the layer above | track usage, % |
|---|---|---|---|
| met5 | 0 | - | 0 |
| met4 | 0 | 0 | 0 |
| met3 | 7.2 | 0 | 2.16 |
| met2 | 54 | 35 | 18.1 |
| met1 | 39 | 447 | 10.3 |
| li1 | - | 518 | - |
report_power, final:
| group | total (mW) | switching, mW | internal [mW] |
|---|---|---|---|
| Clock | 0 | 0 | 0 |
| Combinational | 0.0593 | 0.0189 | 0.0404 |
| Sequential | 0 | 0 | 0 |
placed cells by master, fill, tap and decap left out:
| cell | synthesis | layout |
|---|---|---|
| inv_1 | 9 | 9 |
| and3_2 | 1 | 1 |
| nand4_2 | 1 | 1 |
| nor2_1 | 3 | 3 |
| and2_1 | 1 | 1 |
| and3_1 | 4 | 4 |
| nand2_1 | 9 | 9 |
| nor2_2 | 3 | 3 |
| nand3_1 | 10 | 10 |
| xor2_1 | 7 | 7 |
| nand4_1 | 15 | 15 |
| nor4_1 | 2 | 2 |
| nor3_1 | 5 | 5 |
| ha_1 | 5 | 5 |
| conb_1 | 1 | 23 |
| nor4_4 | 1 | 1 |
| clkdlybuf4s50_1 | 0 | 73 |
| xnor2_1 | 23 | 23 |
worst max-delay path: cells and delay by family:
kind | cells | cell delay [ns]
simple gates | 3 | 1.14
buf+inv | 2 | 1.04
xor+xnor | 1 | 0.21
worst min-delay path by stage:
stage                 cells past startpoint       end  startpoint  slack [ns]
after CTS                                 3  pc_n[31]      pc[31]        4.08
final                                     3  pc_n[31]      pc[31]        4.06
after global routing                      3  pc_n[31]      pc[31]        4.10
per-stage QoR:
step           worst slack (ns)  hold slack, ns
2_1_floorplan              3.75            3.15
3_3_place_gp               2.30            4.08
3_5_place_dp               2.27            4.08
4_1_cts                    2.27            4.08
5_1_grt                    2.02            4.10
6_report                   2.30            4.06
area by class of cell:
class	count	area (µm²)	area share [%]
well taps	46	57.6	3.71
repair buffers	73	731	47.1
inverters	9	33.8	2.18
multi-input cells	113	729	47.0
